==> design/flow/design.v <==
`timescale 1ns / 1ps
module clk_div(clk_in, reset, clk_out);
	input   clk_in, reset;
	output  clk_out;
	reg clk_out;
	integer i; 
	always @ (posedge clk_in or posedge reset) begin
		if (reset == 1'b1) begin
			i = 0;
			clk_out = 0;
		end
		else begin
			i = i + 1;
			if (i >= 100000) begin
				clk_out = ~clk_out;
				i = 0;
			end  
		end  
	end  
endmodule
`timescale 1ns / 1ps
module d_ff(clk, reset, D, Q);
	input clk, reset, D;
	output Q;
	reg  Q; 
   always@(posedge clk or posedge reset) begin
		if (reset) begin
			Q <= 1'b0;
		end  
	   else 
			Q <= D;
	end  
endmodule
`timescale 1ns / 1ps
module debounce(D_in, clk_in, reset, D_out);
	input D_in, clk_in, reset;
	output D_out;
	wire D_out;
	reg q9, q8, q7, q6, q5, q4, q3, q2, q1, q0;
	always @ (posedge clk_in or posedge reset) begin
		if (reset == 1'b1) begin
			{q9, q8, q7, q6, q5, q4, q3, q2, q1, q0} <= 10'b0;
		end  
		else begin
			q9 <= q8; q8 <= q7; q7 <= q6; q6 <= q5; q5 <= q4;
			q4 <= q3; q3 <= q2; q2 <= q1; q1 <= q0; q0 <= D_in;
		end  
	end  
	assign D_out = !q9 & q8 & q7 & q6 & q5 &
						q4 & q3 & q2 & q1 & q0; 
endmodule
`timescale 1ns / 10ps
module sequence_detector(clk, reset, X, M, Z, Q);
	input clk, reset, X, M;
	output [2:0] Q;
	output 		 Z;
	wire [2:0] Moore;
	wire [2:0] Mealy;
	assign moore_d0 = (~Moore[2] & ~Moore[1] & X) |
							(~Moore[0] & X) |
							(Moore[2] & ~Moore[1] & ~Moore[0]) ;
	assign moore_d1 = (~Moore[2] & Moore[1] & ~Moore[0] & X) |
							(Moore[2] & Moore[0] & X) |
							(~Moore[2] & Moore[0] & ~X) |
							(Moore[2] & Moore[1] & Moore[0]) ;
	assign moore_d2 = (Moore[2] & ~Moore[1] & ~Moore[0] & ~X) |
							(Moore[2] & Moore[0] & X) |
							(Moore[1] & Moore[0] & X) |
							(Moore[2] & Moore[1] & Moore[0]) ;
	d_ff Moore0 (clk, reset, moore_d0, Moore[0]);
	d_ff Moore1 (clk, reset, moore_d1, Moore[1]);
	d_ff Moore2 (clk, reset, moore_d2, Moore[2]);
	assign Moore_Z = (Moore[2] & Moore[1]);
	assign mealy_d0 = (~Mealy[2] & ~Mealy[1]) & X |
							(~Mealy[0] & X ) |
							(Mealy[2] & ~Mealy[0]);
	assign mealy_d1 = (~Mealy[2] & Mealy[0] & ~X) |
							(Mealy[1] & ~Mealy[0] & X);
	assign mealy_d2 = (Mealy[1] & Mealy[0] & X) |
							(Mealy[2] & ~Mealy[0] & ~X);
	d_ff Mealy0 (clk, reset, mealy_d0, Mealy[0]);
	d_ff Mealy1 (clk, reset, mealy_d1, Mealy[1]);
	d_ff Mealy2 (clk, reset, mealy_d2, Mealy[2]);
	assign Mealy_Z = (Mealy[2] & Mealy[0] & X);
	assign {Z, Q} = (M == 1'b0) ? {Moore_Z, Moore} : {Mealy_Z, Mealy};
endmodule
`timescale 1ns / 1ps
module Top_level(clk100mhz, reset, X, M, Z, anodes, step, a, b, c, d, e, f, g);
	input clk100mhz, reset, X, M, step;
	output a, b, c, d, e, f, g, Z;
	output [7:0] anodes;
	wire [2:0] Q; 
	wire wire_500hz, wire_oneshot;
	clk_div clk_500hz(clk100mhz, reset, wire_500hz);
	debounce one_shot(step, wire_500hz, reset, wire_oneshot);
	sequence_detector seq_detect(wire_oneshot, reset, X, M, Z, Q);
	hex_to_7segment hex_segment({1'b0, Q}, a, b, c, d, e, f, g);
	assign anodes = 8'hFE;
endmodule
`timescale 1ns / 1ps
module hex_to_7segment(hex, a, b, c, d, e, f, g);
	input [3:0] hex;
	output reg a, b, c, d, e, f, g;
	always@ (hex) begin
		case (hex)
			4'b0000 : {a,b,c,d,e,f,g} = 7'b0000001;  
			4'b0001 : {a,b,c,d,e,f,g} = 7'b1001111;  
			4'b0010 : {a,b,c,d,e,f,g} = 7'b0010010;  
			4'b0011 : {a,b,c,d,e,f,g} = 7'b0000110;  
			4'b0100 : {a,b,c,d,e,f,g} = 7'b1001100;  
			4'b0101 : {a,b,c,d,e,f,g} = 7'b0100100;  
			4'b0110 : {a,b,c,d,e,f,g} = 7'b0100000;  
			4'b0111 : {a,b,c,d,e,f,g} = 7'b0001111;  
			4'b1000 : {a,b,c,d,e,f,g} = 7'b0000000;  
			4'b1001 : {a,b,c,d,e,f,g} = 7'b0000100;  
			4'b1010 : {a,b,c,d,e,f,g} = 7'b0001000;  
			4'b1011 : {a,b,c,d,e,f,g} = 7'b1100000;  
			4'b1100 : {a,b,c,d,e,f,g} = 7'b0110001;  
			4'b1101 : {a,b,c,d,e,f,g} = 7'b1000010;  
			4'b1110 : {a,b,c,d,e,f,g} = 7'b0110000;  
			4'b1111 : {a,b,c,d,e,f,g} = 7'b0111000;  
			default : {a,b,c,d,e,f,g} = 7'b1111010;  
		endcase
	end
endmodule
==> design/flow/run.sh <==
#!/bin/bash
# OpenROAD 26Q1-2900-gdf79404cd8, Yosys 0.63+post, stock flow scripts
make -C /OpenROAD-flow-scripts/flow DESIGN_CONFIG=/design/flow/config.mk WORK_HOME=/design/flow/orfs finish
==> design/flow/config.mk <==
export PLATFORM = sky130hd
export DESIGN_NAME = Top_level
export DESIGN_NICKNAME = Top_level
export VERILOG_FILES = /design/flow/design.v
export SDC_FILE = /design/flow/constraint.sdc
export NUM_CORES = 4
export LEC_CHECK = 1
export CORE_UTILIZATION = 30
==> design/flow/constraint.sdc <==
current_design Top_level

set clk_period 6.4
set clk_io_pct 0.2

create_clock -name clk0 -period $clk_period [get_ports {clk100mhz}]

set non_clock_inputs [all_inputs -no_clocks]
set_input_delay [expr $clk_period * $clk_io_pct] -clock clk0 $non_clock_inputs
set_output_delay [expr $clk_period * $clk_io_pct] -clock clk0 [all_outputs]
==> COMMIT_EDITMSG <==
Update PnR metrics after Yosys + OpenROAD run

- The run finished with clean final reports.
- Final core utilization: 0.341
- According to the timing report, the data required time at the worst endpoint equals 5.12 ns.
* Vias: 2,510
* Standard-cell rows: 37
* Maximum resistive drop on vdd: 0.0958 mV
- After synthesis the netlist holds a flip-flop and latch count of 49.
- Fraction of final layout cells with drive strength greater than 1: 0.147
- Synthesis produced 353 cells.
- CTS added clock buffers totalling 5.
- Counting the fill cells in the layout gives 1,069.
- Number of register pins that no clock reaches: 16
- Post-cts hold-fix buffer tally: 0
- Count of endpoints failing hold in the final timing report: 0
- Before any placement, the netlist area is recorded as 0.00330 mm².
* Synth Warn #: 12
* Unrepaired setup endpoints after global routing: no
- Netlist cell types: 67
- The finished layout holds 489 standard cells, fillers aside.
- Detailed placement ended at an HPWL of 4810 µm.
* First-pass iteration count of the detailed router: 4
- Dominant logic cell type in the layout: sky130_fd_sc_hd__dfrtp_1
- For this run, the top clock speed supported by timing is 214 MHz.
- DRT iter0 DRCs: 121
* Clock skew after layout: 0.00406 ns
* Final non-filler cell area: 0.00358 mm²
- Register area share after synthesis: 0.372
- 16 endpoints have no timing constraint.
* Post CTS Setup Buffer Count: 0
* Tally of buffers added on design ports: 12
- Chip area: 0.0114 mm²
* Via count of the first global-routing pass: 2,291
- In the final timing run, aggregate negative setup slack is 0 ns.
- The report lists the power per cell area as 112 mW/mm².
- The floorplan step defined a core boundary enclosing 0.0105 mm².
* Setup violation total in the final timing report: 0
- Smallest setup slack after layout: 1.73 ns
- Wire length of the first global-routing pass: 11,500 µm
- Final count of pins violating max slew: 0
- Vias per cell: 5.13
- Clock tree synthesis selected as its root buffer the cell sky130_fd_sc_hd__clkbuf_8.
- CTS built an H-tree with a depth of 2.
* Global-route usage over all layers: 0.126
- The die is 107 µm wide.
- Highest fanout seen on the critical path: 6
- Pre-CTS setup slack: 1.69 ns
* Inserted Diodes: 0
- The initial antenna violation count came to 0.
- Per the post-run analysis, buffers plus inverters along the critical path come to 3.
- I/O Pins: 21
- Among all stages on the critical path, the maximum delay recorded is 0.50 ns.
- The share of the core area taken by cells at floorplan is 0.314.
- Classification of the worst setup path: primary input to primary output
- Number of max-cap violations: 0
* Most instantiated logic cells after routing: sky130_fd_sc_hd__dfrtp_1, sky130_fd_sc_hd__nand2_1, sky130_fd_sc_hd__nor2_1, sky130_fd_sc_hd__a21oi_2, sky130_fd_sc_hd__xnor2_1
- Routed wire length: 6680 µm
* Clock tree from TritonCTS: built
* Ratio of final minimum period to clock period: 0.729
- Clock-pin slew was measured on the worst setup and hold paths at 0.07 ns.
- The average instance in the mapped netlist occupies 9.35 µm².
- Per STA, the library cell used most along the worst path is sky130_fd_sc_hd__clkdlybuf4s50_1.
- Cells along the critical path: clkdlybuf4s50_1 > o21ai_0 > inv_1 > ha_1 > and2_1 > nor2_1 > clkdlybuf4s50_1
* Drc violations: 0
- Yosys mapped a number of flops with a built-in enable equal to 0.
- Entering global routing, the biggest net connects 50 pins.
- Actual transition at the worst max-transition pin: 0.647 ns
- Placed Cells: 481
- The path class of the tightest hold or removal check is flip-flop to flip-flop.
* Largest delay contributor family on the critical path: buffers and inverters
* Count of instantiated cells in the yosys netlist: 353
- Reported leakage power: 1.35 nW
- Final weighted congestion in routability-driven placement: 0.885
- CTS reports a maximum clock tree buffer depth of 2.
- Per the detail_route report, routed wire per instance is 13.7 µm.
* Sort of element at the end of the critical path: primary output
- The synthesized netlist has a Yosys-reported chip area of 0.00330 mm².
* Total overflow reported by the global router: 0
- Once placement finished, the instance area stood at 0.00348 mm².
- Relative slew margins: 0.565
- Per the skew report, the later register of the worst-skew pair sees a clock latency of 0.28 ns.
* Crit path time final: 4.67 ns
- The OpenROAD report gives the critical path a data arrival time of 3.39 ns.
- Area Growth Syn to Fin: 8.46%
- The worst setup path is launched from a primary input.
- Number of OpenROAD warnings: 30
- In this run the remaining antenna-violating nets after routing total 0.
* Resize count post-CTS: 0
* CP max stage cell: sky130_fd_sc_hd__clkdlybuf4s50_1
- The die is 107 µm tall.
- Post-synth the commonest register cell is sky130_fd_sc_hd__dfrtp_1.
* Share of flip-flops with an asynchronous set or reset: 1.00
==> metrics by stage <==
stage          hold slack, ns  power, mW
2_1_floorplan           0.467      0.225
3_3_place_gp            0.490      0.229
3_5_place_dp            0.499      0.230
4_1_cts                 0.509      0.405
5_1_grt                 0.520      0.415
6_report                0.505      0.400
==> state kept, by name, summed over array words and instances, names as in the netlist <==
signal               cells
one_shot.q0              1
seq_detect.Moore2.Q      1
one_shot.q3              1
seq_detect.Mealy2.Q      1
seq_detect.Moore1.Q      1
one_shot.q6              1
clk_500hz.i             32
seq_detect.Mealy0.Q      1
one_shot.q8              1
one_shot.q9              1
one_shot.q4              1
clk_500hz.clk_out        1
one_shot.q5              1
one_shot.q2              1
one_shot.q1              1
seq_detect.Moore0.Q      1
seq_detect.Mealy1.Q      1
one_shot.q7              1
==> per-layer routing <==
metal	global-route usage	share of wire	vias to the layer above
li1	-	-	1256
met1	0.208	0.52	1198
met2	0.185	0.44	48
met3	0.0143	0.035	8
met4	0.0147	0.0099	0
met5	0	0	-
==> where the power goes <==
part / switching, mW / internal [mW] / leakage (nW)
clock: 0.0774 / 0.0972 / 0.0542
combinational: 0.00995 / 0.00673 / 0.650
sequential: 0 / 0.209 / 0.643
total: 0.0873 / 0.312 / 1.35
==> worst paths after layout <==
path	startpoint	end	slack (ns)	cells past startpoint
min in group asynchronous	reset	clk_500hz.i[13]	1.48	3
max in group asynchronous	reset	clk_500hz.i[21]	4.50	3
setup reg to reg	clk_500hz.i[0]	clk_500hz.i[0]	3.30	9
hold / removal	clk_500hz.i[0]	clk_500hz.i[0]	0.50	1
setup / recovery	M	d	1.73	7
hold reg to reg	clk_500hz.i[0]	clk_500hz.i[0]	0.50	1
==> layout make-up <==
type | count | area (µm²) | share of cell area
clock buffers | 7 | 96.3 | 0.0269
clock inverters | 1 | 5.00 | 0.00140
multi-input cells | 272 | 1900 | 0.532
flip-flops and latches | 49 | 1230 | 0.343
well taps | 136 | 170 | 0.0476
repair buffers | 15 | 143 | 0.0399
inverters | 9 | 35.0 | 0.00979
==> Yosys cell counts (all sizes together) (2+ instances only) <==
master | instances | area (µm²)
nand2 | 29 | 109
clkbuf | 10 | 37.5
nor4 | 5 | 58.8
nand2b | 4 | 25.0
a32o | 2 | 20.0
mux2i | 3 | 30.0
and4b | 3 | 30.0
nor2 | 27 | 101
a2111oi | 3 | 51.3
a31oi | 3 | 18.8
dfrtp | 49 | 1230
nand3 | 19 | 110
o21ai | 11 | 55.1
nand4 | 15 | 124
a211o | 2 | 17.5
and3 | 6 | 37.5
o211ai | 2 | 28.8
conb | 2 | 7.51
a21oi | 31 | 234
nor2b | 4 | 25.0
mux2 | 3 | 33.8
ha | 7 | 87.6
and4 | 6 | 55.1
inv | 7 | 26.3
and2 | 5 | 31.3
buf | 19 | 128
nor3 | 13 | 70.1
or3 | 3 | 18.8
xor2 | 12 | 105
xnor2 | 18 | 158
nand3b | 2 | 15.0
clkinv | 2 | 8.75
or4 | 5 | 41.3
a211oi | 3 | 22.5
==> cell families (layout without fill, tap and decap cells) <==
logic type,Yosys count,count (layout),share of synthesized area
AOI/OAI and AO/OA,69,69,0.166
xor gates and xnor gates,30,30,0.0796
adders and majority gates,8,8,0.0296
buffers and inverters,38,32,0.0607
DFF,49,49,0.372
muxes,6,6,0.0193
other,2,8,0.00228
and+or+nand+nor,151,151,0.271
Power and IR drop assume default switching activity.
