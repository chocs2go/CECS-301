==> design/flow/design.v <==
`timescale 1ns / 1ps
module clk_div(clk_in, reset, clk_out);
	input   clk_in, reset;
	output  clk_out;
	reg clk_out;
	integer i; 
	always @ (posedge clk_in or posedge reset) begin
		if (reset == 1'b1) begin
			i = 0;
			clk_out = 0;
		end
		else begin
			i = i + 1;
			if (i >= 100000) begin
				clk_out = ~clk_out;
				i = 0;
			end  
		end  
	end  
endmodule
`timescale 1ns / 1ps
module d_ff(clk, reset, D, Q);
	input clk, reset, D;
	output Q;
	reg  Q; 
   always@(posedge clk or posedge reset) begin
		if (reset) begin
			Q <= 1'b0;
		end  
	   else 
			Q <= D;
	end  
endmodule
`timescale 1ns / 1ps
module debounce(D_in, clk_in, reset, D_out);
	input D_in, clk_in, reset;
	output D_out;
	wire D_out;
	reg q9, q8, q7, q6, q5, q4, q3, q2, q1, q0;
	always @ (posedge clk_in or posedge reset) begin
		if (reset == 1'b1) begin
			{q9, q8, q7, q6, q5, q4, q3, q2, q1, q0} <= 10'b0;
		end  
		else begin
			q9 <= q8; q8 <= q7; q7 <= q6; q6 <= q5; q5 <= q4;
			q4 <= q3; q3 <= q2; q2 <= q1; q1 <= q0; q0 <= D_in;
		end  
	end  
	assign D_out = !q9 & q8 & q7 & q6 & q5 &
						q4 & q3 & q2 & q1 & q0; 
endmodule
`timescale 1ns / 1ps
module mux_4to1(input [3:0] I, input [1:0] S, output reg Y);
	always @ (I, S)
		case(S)
			2'b00: Y = I[0];
			2'b01: Y = I[1];
			2'b10: Y = I[2];
			2'b11: Y = I[3];
			default: Y = I[0];
		endcase 
endmodule
`timescale 1ns / 1ps
module shift_register(clk, reset, M, D, SI, Q);
	input clk;
	input reset;
	input [1:0] M;
	input [3:0] D;
	input SI;
	output [3:0] Q;
	wire w3, w2, w1, w0;
	mux_4to1 m0({Q[1], Q[3], D[0], Q[0]}, M, w0);
	mux_4to1 m1({Q[2], Q[0], D[1], Q[1]}, M, w1);
	mux_4to1 m2({Q[3], Q[1], D[2],Q[2]}, M, w2);
	mux_4to1 m3({SI, Q[2], D[3], Q[3]}, M, w3);
	d_ff d0(clk, reset, w0, Q[0]);
	d_ff d1(clk, reset, w1, Q[1]);
	d_ff d2(clk, reset, w2, Q[2]);
	d_ff d3(clk, reset, w3, Q[3]); 
endmodule
`timescale 1ns / 1ps
module top_level(clk100mhz, reset, SI, M, D, Q, anodes, step);
	input clk100mhz, reset, SI, step;
	input [1:0] M;
	input [3:0] D;
	output [3:0] Q;
	output [7:0] anodes; 
	wire w0, w1;
	clk_div clk_500hz(clk100mhz, reset, w0);
	debounce one_shot(step, w0, reset, w1);
	shift_register shift_reg4(w1, reset, M, D, SI, Q);
	assign anodes = 8'hff;
endmodule
==> design/flow/run.sh <==
#!/bin/bash
# OpenROAD 26Q1-2900-gdf79404cd8, Yosys 0.63+post, stock flow scripts
make -C /OpenROAD-flow-scripts/flow DESIGN_CONFIG=/design/flow/config.mk WORK_HOME=/design/flow/orfs finish
==> design/flow/config.mk <==
export PLATFORM = sky130hd
export DESIGN_NAME = top_level
export DESIGN_NICKNAME = top_level
export VERILOG_FILES = /design/flow/design.v
export SDC_FILE = /design/flow/constraint.sdc
export NUM_CORES = 4
export LEC_CHECK = 1
export CORE_UTILIZATION = 50
==> design/flow/constraint.sdc <==
current_design top_level

set clk_period 5.7
set clk_io_pct 0.2

create_clock -name clk0 -period $clk_period [get_ports {clk100mhz}]

set non_clock_inputs [all_inputs -no_clocks]
set_input_delay [expr $clk_period * $clk_io_pct] -clock clk0 $non_clock_inputs
set_output_delay [expr $clk_period * $clk_io_pct] -clock clk0 [all_outputs]
==> run_results.csv <==
group,metric,value,unit
global_routing,met3_usage,3.39,%
final_layout,layout-drive-gt1-share,20.7,%
timing,slew_headroom,53.8,%
floorplan,fp.dieH,75.1,um
final_layout,post-route-cell-area,2860,um2
logic_synthesis,ys_chip_area,2670,um2
worst_setup_path,end_kind,"flip-flop",
logic_synthesis,netlist_area,2670,um2
final_layout,nFillCells,492,
routing,viasPerCell,5.26,
clocking,cts_hold_buffers,0,
logic_synthesis,top_cell,"dfrtp_1",
place,place.gp.congestion,0.824,
timing,rsz0062_at_grt,"false",
place,io_buffers,13,
worst_setup_path,worstPathRequired,5.86,ns
global_routing,grt_max_degree,48,
pwr,leakagePower,1.22,nW
logic_synthesis,yosys_cells,248,
clocking,cts.path.max_buffers,2,
floorplan,rows,26,
logic_synthesis,synth_flops,47,
place,place_area,2780,um2
min_path,hp-class,"flip-flop to flip-flop",
pwr,peakVddDrop,97.2,uV
logic_synthesis,ys_warn_count,4,
global_routing,use_met1,31.2,%
final_layout,fin_util,55.7,%
final_layout,finalNonFillerCells,326,
clocking,cts_tree,"yes",
logic_synthesis,largest_area_cell,"dfrtp_1",
timing,drv_slew,0,
global_routing,gr-total-overflow,0,
pwr,power_density,147,nW/um2
timing,min_period_over_period,57.1,%
logic_synthesis,top_cell_area_share,44.0,%
clocking,cts_setup_buffers,0,
logic_synthesis,edf_count,0,
place,hpwl,3.25,mm
global_routing,first_global_vias,1638,
floorplan,ios,22,
routing,drt-initial-drc-count,93,
global_routing,grt-busiest-layer,"met1",
logic_synthesis,topCellsByArea,"dfrtp_1 44%, xor2_1 6.2%, nor2_2 4.7%, buf_4 3.7%, xnor2_1 3.6%",
timing,max_freq,307,MHz
global_routing,met2_usage,28.3,%
clocking,clk_pin_slew_worst_paths,0.07,ns
timing,worstMarginPinSlew,0.688,ns
clocking,numCtsBuffers,5,
timing,hold_violations,0,
logic_synthesis,synth_seq_share,44.0,%
place,post-place-cells,318,
clocking,root_buffer,"clkbuf_8",
logic_synthesis,syn_area_per_cell,10.8,um2
clocking,ctsResizeCount,0,
final_layout,area_delta_synth_final,7.12,%
worst_setup_path,startpoint_type,"flip-flop",
worst_setup_path,crit_arrival,3.42,ns
routing,detail_route.wl_per_cell,14.0,um
worst_setup_path,worst-path-max-fanout,13,
timing,skew,0.00290,ns
logic_synthesis,yosysUniqueCellTypes,59,
routing,remaining_drc_errors,0,
floorplan,core_area,5140,um2
clocking,htreeDepth,2,
global_routing,antenna_found_initial,0,
logic_synthesis,common_cells,"47 x dfrtp_1, 20 x nor2_2, 19 x xor2_1",
timing,untimed_endpoints,18,
timing,unclocked_pins,14,
clocking,clkLatencyLatePin,0.28,ns
global_routing,grt_pass1_wl,7.81,mm
logic_synthesis,ys_async_sr_fraction,100,%
global_routing,grt_usage,18.8,%
job,max_cap_violations,0,
timing,post-route-min-period,3.25,ns
routing,totalWireLength,4.57,mm
logic_synthesis,synth_cells,248,
timing,setup_viol,0,
floorplan,die_w,75.1,um
worst_setup_path,critPathKind,"flip-flop to flip-flop",
logic_synthesis,ff_type,"dfrtp_1",
routing,antenna_left,0,
routing,drt-pass1-iter-count,4,
routing,num_antenna_cells,0,
timing,fin_tns_setup,0,ns
status,status,"finished clean",
floorplan,core_util_floorplan,52.0,%
routing,vias,1716,
floorplan,dieArea,5640,um2
job,warnings,25,
## worst max-delay path: stages, from the launching register on
cell and delay (ns):
dfrtp_1 0.42, ha_1 0.28, nand4_2 0.30, or3_4 0.47, nor4_1 0.39, xor2_1 0.32
a2111oi_4 0.10, a21oi_4 0.45, buf_4 0.34, nor2_2 0.07
## cells in the final DEF, fill, tap and decap left out, types with 2 or more instances in the layout
cell	netlist	routed
and3b_1	2	2
dfrtp_1	47	47
nor4b_1	2	2
nor2b_1	2	2
nand2_1	18	18
nand4_1	8	8
buf_4	13	2
clkinv_2	0	2
conb_1	1	8
mux2i_1	3	3
xnor2_1	11	11
clkbuf_8	0	5
nand3_2	2	2
nor4_4	2	2
xor2_1	19	19
clkdlybuf4s50_1	0	13
and3_1	9	9
o21ai_0	4	4
nor2_2	20	20
nor2_1	15	15
nand3_1	12	12
nor4_1	2	2
a21boi_0	2	2
mux4_2	4	4
nor3_1	4	4
a31oi_1	2	2
inv_1	4	3
## metal layers
| layer | share of wire [%] | vias to the layer above |
|---|---|---|
| met5 | 0 | - |
| met4 | 0.46 | 0 |
| met3 | 2.6 | 2 |
| met2 | 44 | 18 |
| met1 | 53 | 831 |
| li1 | - | 865 |
## report_power, final
part	leakage (nW)	switching [mW]	internal [mW]
logic	0.559	0.00872	0.00878
registers	0.614	0	0.234
clock network	0.0450	0.0848	0.0846
total	1.22	0.0935	0.328
## cell families (layout without fill, tap and decap cells)
group,Yosys count,in the layout,share of synthesized area [%]
multiplexers,7,7,4.50
buffers and inverters,26,27,6.23
other,1,8,0.140
XOR/XNOR,30,30,9.84
AND/OR/NAND/NOR,114,114,27.4
AND-OR/OR-AND,22,22,7.35
flip-flops,47,47,44.0
adder cells (fa/ha/maj),1,1,0.468
## final timing paths
check	start	end	slack, ns	cells past startpoint
min in group asynchronous	reset	clk_500hz.clk_out	1.33	3
max	clk_500hz.i[0]	clk_500hz.i[9]	2.45	9
min	clk_500hz.i[0]	clk_500hz.i[0]	0.51	1
min reg2reg	clk_500hz.i[0]	clk_500hz.i[0]	0.51	1
max reg2reg	clk_500hz.i[0]	clk_500hz.i[9]	2.45	9
max in group asynchronous	reset	clk_500hz.i[22]	3.96	3
## cell type report
class,count,area [um2],share of cell area (%)
well taps,70,87.6,3.06
clock buffers,6,72.6,2.54
clock inverters,2,10.0,0.350
inverters,4,15.0,0.525
flip-flops and latches,47,1180,41.1
repair buffers,15,145,5.07
multi-input cells,182,1360,47.4
## state kept, by name, indices dropped and copies added (netlist names)
register	cells
clk_500hz.clk_out	1
clk_500hz.i	32
one_shot.q0	1
one_shot.q1	1
one_shot.q2	1
one_shot.q3	1
one_shot.q4	1
one_shot.q5	1
one_shot.q6	1
one_shot.q7	1
one_shot.q8	1
one_shot.q9	1
shift_reg4.d0.Q	1
shift_reg4.d1.Q	1
shift_reg4.d2.Q	1
shift_reg4.d3.Q	1
## through the flow
step,total power [mW],setup slack [ns],hold slack (ns)
final,0.421,2.45,0.509
after global routing,0.439,2.22,0.533
after CTS,0.430,2.37,0.512
after detailed placement,0.257,2.39,0.499
after global placement,0.257,2.47,0.496
after floorplan,0.251,3.17,0.471
Power figures rest on the tool's default switching activity, not on a simulated workload.
